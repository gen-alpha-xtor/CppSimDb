**flow/run.sh**
```bash
#!/bin/bash
# OpenROAD 26Q1-2900-gdf79404cd8, Yosys 0.63+post, stock flow scripts
make -C /OpenROAD-flow-scripts/flow DESIGN_CONFIG=/design/flow/config.mk WORK_HOME=/design/flow/orfs finish
```
**flow/config.mk**
```make
export PLATFORM = sky130hd
export DESIGN_NAME = prbsV
export DESIGN_NICKNAME = prbsV
export VERILOG_FILES = /design/flow/design.v
export SDC_FILE = /design/flow/constraint.sdc
export NUM_CORES = 4
export LEC_CHECK = 1
export CORE_AREA = 10 10 92 92
export DIE_AREA = 0 0 102 102
```
**flow/constraint.sdc**
```tcl
current_design prbsV

set clk_period 1.0
set clk_io_pct 0.2

create_clock -name clk0 -period $clk_period [get_ports {clkV}]

set non_clock_inputs [all_inputs -no_clocks]
set_input_delay [expr $clk_period * $clk_io_pct] -clock clk0 $non_clock_inputs
set_output_delay [expr $clk_period * $clk_io_pct] -clock clk0 [all_outputs]
```
**flow/design.v**
```verilog
module prbsV(clkV, outV);
input	clkV;
output	outV;
wire	outV;
reg [31:0] lfsr;
reg	tmp;
initial begin
 	lfsr = 32'b11111111111111111111111111111110;  
end
assign outV = lfsr[0];
always @ (posedge clkV)
begin   
   tmp = ~((lfsr[31]^lfsr[21])^(lfsr[1]^lfsr[0]));
   lfsr = { lfsr[30: 0], tmp};
end
endmodule
```
==> deck_impl_summary.md <==
Implementation Results

Place
  • DP HPWL: 332 um
  • Setup WS pre-CTS: 16.8 ps
  • Routability congestion estimate: 0.642
  • IO Port Bufs: 1

Clock network
  • Clock Sinks: 32
  • CTS tree: built
  • H-tree Lvls: 2
  • Hold Buf Count CTS: 0
  • CTS clk-pin slew, worst paths: 60 ps
  • Clk root buf: clkbuf_8
  • CTS Buf Count: 5
  • Max Buffers Root-to-Sink: 2
  • Worst skew pair latency: 270 ps

Setup path
  • Worst R2R Setup Slack: 140 ps
  • Start point of the critical path: lfsr[0]$_DFF_P_
  • Required @ worst endpoint: 800 ps
  • CP cell instances: clkbuf_2
  • Critical path peak fanout: 2
  • Kind of critical path: flip-flop to output pin
  • Crit path DAT: 700 ps
  • RR Startpoint: lfsr[0]$_DFF_P_
  • Worst path buffer plus inverter count: 1
  • Delay of the slowest critical-path stage: 330 ps
  • Critical path launch point type: flip-flop
  • Worst path slowest cell: dfxtp_2
  • Top delay family on crit path: flip-flops
  • Kind of end point of the critical path: output pin

Floorplan
  • Fp util: 10.3%
  • Overall die width: 102 um
  • Chip area: 10400 um^2
  • I/O pin count: 2
  • Die Ht: 102 um
  • Site Rows: 29
  • Core area: 6460 um^2

Timing
  • Post-layout minimum cycle time: 897 ps
  • RSZ-0062 raised after global routing: no
  • Post-layout period usage: 89.7%
  • Setup tns final: 0 ps
  • Final setup fails: 0
  • Fmax: 1110 MHz
  • Slew HR: 84.5%
  • Setup WS post-layout: 103 ps
  • Setup Skew: 2.89 ps
  • Hold Violations, Final: 0
  • Max Slew Vio Count: 0
  • Least-Margin Pin Slew: 231 ps

Layout
  • Area grow syn2layout: 31.0%
  • Top cell excl fill/tap: dfxtp_1
  • Most frequent cells in the layout: dfxtp_1, clkbuf_8, xnor2_1
  • Max reg flops: 32
  • Share of post-route cells with drive strength above 1: 22.7%

Global route
  • Total global routing overflow: 0
  • M2 GR Usage: 1.63%
  • Largest net degree at the start of global routing: 10
  • Met1 Resource Use GR: 1.92%
  • Global-route wire length before repair: 1170 um
  • Initial antenna violation count: 0
  • Number of global-route vias before repair: 259
  • Met3 usage: 1.36%
  • All-Layer GR Usage: 1.48%
  • Global route hottest layer: met1

Power and ir drop
  • Clock power frac: 44.2%
  • Sw Share: 17.4%
  • Maximum VDD drop: 1.01 mV
  • Seq pwr share: 55.8%
  • P_leak: 0.320 nW
  • P_sw: 0.000398 W
  • Internal: 0.00189 W
  • Combinational power share: 0%
  • Power Density: 2620 nW/um^2

Job
  • Max-Cap Viols: 0
  • OpenROAD warnings: 25

Logic synthesis
  • Synth Register Bits: 32
  • Seq/Total Area, Yosys: 96.1%
  • Avg Cell Area, Syn: 19.1 um^2
  • Mapped Area: 667 um^2
  • Syn Inst Count: 35
  • Chip Area, Yosys: 667 um^2
  • Yosys cell types: 2
  • Post-synthesis cell count from yosys: 35
  • Yosys warns: 1

Route
  • 1st-iter DRT viols: 0
  • Routed WL: 644 um
  • Post-route antenna net violation count: 0
  • # diodes: 0
  • DRC viols: 0
  • Routed len/inst: 5.32 um
  • DR vias/cell: 2.07
  • Vias post-DR: 250
  • First-pass iteration count of the detailed router: 1

Min path
  • Min-delay src: lfsr[15]$_DFF_P_
  • Hold Path Class: flip-flop to flip-flop

Run status
  • Status: complete, no violations
-- synthesized netlist by cell type --
master | count | share of area, %
xnor2_1 | 3 | 3.9
dfxtp_1 | 32 | 96
-- path summary, 6_finish.rpt --
path,endpoint,cells after the start
worst max-delay path,outV,1
worst min-delay path,lfsr[16]$_DFF_P_,0
worst min register to register,lfsr[16]$_DFF_P_,0
worst max register to register,lfsr[0]$_DFF_P_,3
-- power by group through the flow --
| stage | combinational (W) | clock [W] | sequential (W) |
|---|---|---|---|
| 4_1_cts | 0.0000000000115 | 0.00105 | 0.00127 |
| 6_report | 0.0000000000115 | 0.00101 | 0.00128 |
| 5_1_grt | 0.0000000000115 | 0.00111 | 0.00127 |
-- through the flow --
stage / util (%) / hold WS (ps) / instances / power, W / cell area (um^2)
after floorplan: - / 310 / 35 / 0.00130 / 667
after global placement: 12.1 / 315 / 114 / 0.00130 / 781
after detailed placement: 12.1 / 312 / 114 / 0.00130 / 781
after CTS: 13.6 / 322 / 121 / 0.00232 / 878
after global routing: 13.5 / 330 / 121 / 0.00238 / 873
final: 13.5 / 322 / 121 / 0.00228 / 873
-- timing repair --
action,4_1_cts,5_1_grt
setup endpoints to repair,1,1
gates resized,3,1
pin swaps,0,0
setup buffers,0,0
-- area by class of cell --
cell class	instances	area, um^2
tap	77	96.3
timing repair buffer	2	12.5
multi-input combinational	3	26.3
sequential	32	642
fill	720	5590
clock buffer	7	96.3
-- routing by layer --
metal  wire length (um)  share of wire, %  up-vias
met1                323                50      116
met5                  0                 0        -
li1                   -                 -      122
met2                209                32        7
met3                 80                12        5
met4                 31               4.8        0
-- kinds of logic after synthesis --
family,Yosys count,share of synthesized area (%)
flops,32,96.1
xor+xnor,3,3.94
No activity file was given, so power comes from the tool's default toggle rates.
